## flow/design.v

```verilog
module fifo_param #(  parameter WIDTH = 64,       
                      parameter DEPTH = 4         
                   )
                 (
                    input  clk,
                    input  rst,
                    input  push,        		 
                    input  pop,         		 
                    input  [WIDTH-1:0] data_in, 
                    output [WIDTH-1:0] data_out,
                    output  fifo_empty,
                    output  fifo_full
                 );
  reg [DEPTH-1:0] write_address;
  reg [DEPTH-1:0] read_address;
  reg [DEPTH-1:0] fifo_count;
  assign high_val 	= 1'b1;
  assign low_val 	= 1'b0;
  assign fifo_full  = (fifo_count == {DEPTH{high_val}} )?1'b1:1'b0;    
  assign fifo_empty = (fifo_count == {DEPTH{low_val}}  )?1'b1:1'b0;    
  always@(posedge clk or posedge rst)
	begin
		if (rst)
			write_address <= 'b0;
		else 
		if (push == 1'b1 && (!fifo_full))                  	 
			write_address <= write_address + 1'b1;
    end
  always@(posedge clk or posedge rst)
	begin
		if (rst)
			read_address <= 'b0;  
		else
			if (pop == 1'b1 && (!fifo_empty))               
				read_address <= read_address +1'b1;
	end
  always@(posedge clk or posedge rst)
	begin
		if (rst)
			fifo_count <= 'b0;    
		else
			if (push== 1'b1 && pop == 1'b0 && (!fifo_full))
				fifo_count <= (fifo_count + 1);              		 
			else
				if (push== 1'b0 && pop == 1'b1 && (!fifo_empty))     
					fifo_count <= (fifo_count - 1);
	end
  mem_param #( WIDTH , DEPTH ) U1 (.clk(clk), .write(push), .waddr(write_address), .raddr(read_address), .wdata(data_in), .rdata(data_out) );
  endmodule   
  module mem_param #(
                     parameter WIDTH = 1024,
                     parameter DEPTH = 8
                  )
                  (
                    input  				clk,
                    input  				write,
                    input  [DEPTH-1:0] 	waddr, 
                    input  [DEPTH-1:0] 	raddr, 
                    input  [WIDTH-1:0] 	wdata, 
                    output [WIDTH-1:0] 	rdata
                 );  
  reg [WIDTH-1:0] mem[0:(2**DEPTH)-1];
  reg [WIDTH-1:0] rdatax;
  assign rdata = rdatax;
  always @(*) 
	begin : read_process                
		rdatax <=  mem[raddr];
	end   
  always @(posedge(clk)) 
    begin : write_process
		if(write) 
			mem[waddr]<= wdata;
	end   
  endmodule  
```

## flow/run.sh

```bash
#!/bin/bash
# OpenROAD 26Q1-2900-gdf79404cd8, Yosys 0.63+post, stock flow scripts
make -C /OpenROAD-flow-scripts/flow DESIGN_CONFIG=/design/flow/config.mk WORK_HOME=/design/flow/orfs finish
```

## flow/config.mk

```make
export PLATFORM = sky130hd
export DESIGN_NAME = fifo_param
export DESIGN_NICKNAME = fifo_param
export VERILOG_FILES = /design/flow/design.v
export SDC_FILE = /design/flow/constraint.sdc
export NUM_CORES = 4
export LEC_CHECK = 1
export CORE_UTILIZATION = 30
```

## flow/constraint.sdc

```tcl
current_design fifo_param

set clk_period 17.2
set clk_io_pct 0.2

create_clock -name clk0 -period $clk_period [get_ports {clk}]

set non_clock_inputs [all_inputs -no_clocks]
set_input_delay [expr $clk_period * $clk_io_pct] -clock clk0 $non_clock_inputs
set_output_delay [expr $clk_period * $clk_io_pct] -clock clk0 [all_outputs]
```

==> summary.txt <==
Synthesis and PnR results.

- The flow ran to the end, and the final reports show no timing, DRC or antenna violations.
- The routed wire length per instance reads 24.9 um.
- In the final routing, the length of wire on met1 measures 27500 um.
- The cell resize tally after clock tree synthesis is 0.
- Counting tap cells, the placed design contains a total of 3468 instances.
- The instance area at placement reads 42500 um2.
- The sum of met2 wire segment lengths after detailed routing is 44800 um.
- The post-synthesis to final-layout area growth reads 18.0%.
- After synthesis, flip-flops and latches occupy 79.7% of the total area.
- The number of failing hold endpoints at the final stage reads 0.
- According to the dpl log, the detail-placed design has an HPWL of 47000 um.
- The final-layout setup total negative slack is 0 ps.
- The worst-case reg-to-reg setup slack stands at 14000 ps.
- The count of input and output buffers reads 133.
- For this run, the number of standard cells in the final layout without fillers is 3663.
- The maximum vdd ir drop reads 0.111 mV.
- The fraction of power consumed by the clock network reads 30.0%.
- Among cell families on the critical path, the largest total delay comes from buffers and inverters.
- The number of post-CTS setup repair buffers reads 0.
- The tally of max-capacitance violations is 0.
- The largest net degree at the start of global routing is 75.
- The synthesis area per yosys is 38900 um2.
- The number of max-slew violations in the final report reads 0.
- The CTS clock-pin slew for the worst setup and hold paths is 60 ps.
- Summed over all cells, the static leakage comes to 14.2 nW.
- The maximum clock skew at final layout reads 40.4 ps.
- The tally of filler cells in the layout reads 11500.
- The setup slack after placement is 9450 ps.
- The TritonCTS clock tree is done.
- The routed layout has 17700 vias.
- The number of global-route vias before repair was 20200.
- The register area reads 31100 um2.
- The smallest hold slack reads 529 ps.
- The cell type of the slowest stage on the worst timing path is sky130_fd_sc_hd__dfrtp_4.
- The internal cell power reads 5.34 mW.
- The power report puts the net switching power at 2.12 mW.
- The timing report shows the most common cell along the critical path to be sky130_fd_sc_hd__buf_4.
- Based on the critical path, the design can be clocked at up to 0.120 GHz.
- The kind of launch point of the worst setup path reads a flop.
- The combinational fraction of design power reads 28.1%.
- The final cycle utilization of the critical path reads 48.5%.
- The number of buffers inserted during clock tree synthesis reads 103.
- The core utilization before placement reads 30.4%.
- The pin closest to its max-slew limit shows a slew of 836 ps.
- The type of destination of the critical path is an output port.
- In the log, the iteration count for the first detailed-route pass is 5.
- The CTS log lists the clock sinks for this run as 1036.
- In this run the clock root is driven by a sky130_fd_sc_hd__clkbuf_16.
- The overall power consumption is 7.47 mW.
- The combined area of all synthesized cells reads 38900 um2.
- The sum of overflow across all layers after global routing reads 0.
- The critical path required time reads 13760 ps.
- The stage delay of the slowest cell on the critical path reads 840 ps.
- Per the OpenROAD floorplan log, the height of the die is 362 um.
- The number of synthesized register bits is 1036.
- RePlAce ended its routability-driven mode at a weighted congestion of 0.755.
- The path type of the worst min-delay path reads reg2reg.
- The library cell used most frequently in the layout, excluding fill and tap cells, is sky130_fd_sc_hd__edfxtp_1.
- The cell count listed in synth_stat.txt is 1643.
- The top routing layer in use reads met5.
- The post-route antenna net violation count reads 0.
- The total global-route track usage is 15.1%.
- The routed via count divided by cell count reads 4.83.
- The largest fanout of any net on the critical path reads 33.
- The number of antenna violations at the first check in global routing is 16.
- The multi-input logic area is 7520 um2.
- The first global-routing pass estimated 132000 um of wire.
- The H-tree was split into 3 levels.
- The overall die area is 131000 um2.
- The maximum count of clock buffers along a single path reads 3.
- The initialized floorplan defines 131 standard-cell rows.
- The post-layout instance area reads 46000 um2.
- The core region is 128000 um2.
- The total routed wirelength reads 91200 um.
- The share of the core filled with cells reads 35.9%.
- Detailed routing placed a total of 16800 um of wire on met3.
- Traced cell by cell, the critical path runs through buf_4, buf_4, buf_4, mux4_2, a22oi_1, nand2_1, clkdlybuf4s50_1.
- The critical path data arrival time is 4900 ps.
- Sequential cells account for 41.9% of the total power.
- The clock latency on the worst-skew pair reads 720 ps.
- The count of yosys warnings during synthesis is 4.
- The horizontal extent of the die reads 362 um.
- The proportion of layout cells with a drive suffix above 1 is 25.0%.
- Summing over the stages, the warning tally comes to 29.
- The mean post-synth cell area reads 23.7 um2.
- The worst-case setup margin in the final layout is 8860 ps.
- The number of design-rule violations left by the first detailed-router iteration reads 1063.
- The DRC violation count after routing is 0.
- The most common logic cells in the final layout are sky130_fd_sc_hd__edfxtp_1, sky130_fd_sc_hd__mux4_2, sky130_fd_sc_hd__clkdlybuf4s50_1.
- The final critical path time including I/O delays and setup reads 8340 ps.
- The instance count of the mapped netlist is 1643.
- The report puts the hold buffer count at CTS at 0.
- In this run the power density over the cells is 162 nW/um2.
- The worst-case headroom to the max-slew limit is 44.2%.
- The switching share of total power reads 28.4%.
- The end-of-flow timing check tallies setup violations at 0.
- Setup repair after global routing left no endpoint under its margin.
- The I/O pin total is 134.
- Looking at the setup timing report, the critical path kind is reg2out.
- Counting both buffers and inverters, the worst setup path holds a total of 4.
- The number of distinct standard cells referenced by the synthesized netlist is 31.
==> final timing paths <==
path / startpoint / end / depth (start not counted)
setup / recovery: read_address[0]$_DFFE_PP0P_ / data_out[52] / 7
hold / removal: write_address[0]$_DFFE_PP0P_ / write_address[0]$_DFFE_PP0P_ / 1
setup reg to reg: write_address[0]$_DFFE_PP0P_ / U1.mem[8][30]$_DFFE_PP_ / 6
hold reg to reg: write_address[0]$_DFFE_PP0P_ / write_address[0]$_DFFE_PP0P_ / 1
max in group asynchronous: rst / read_address[1]$_DFFE_PP0P_ / 2
min in group asynchronous: rst / fifo_count[1]$_DFFE_PP0P_ / 2
==> cell families after synthesis <==
family	count (synthesis)	synth area share, %
flip-flops	1036	79.7
multiplexers	260	14.9
AND-OR/OR-AND	131	2.52
AND/OR/NAND/NOR	106	1.20
buffers and inverters	93	1.17
XOR/XNOR	9	0.202
adder cells (fa/ha/maj)	8	0.276
==> final cells by class <==
class / instances / area share [%]
diodes: 2 / 0.0109
clock buffers: 127 / 5.90
clock inverters: 66 / 1.57
inverters: 5 / 0.0408
multi-input cells: 514 / 16.4
flip-flops and latches: 1036 / 67.6
well taps: 1729 / 4.71
repair buffers: 184 / 3.84
==> per-layer routing <==
layer  GRT usage, %  vias to the layer above
li1               -                     7453
met1           15.2                     8710
met2           23.5                     1353
met3           13.3                      166
met4           2.78                       24
met5          0.999                        -
==> worst register-to-register path, stage by stage, from the launching register on <==
cell and delay [ps]:
sky130_fd_sc_hd__dfrtp_1 420, sky130_fd_sc_hd__inv_1 120, sky130_fd_sc_hd__ha_1 180, sky130_fd_sc_hd__nand3_1 180, sky130_fd_sc_hd__nor2_4 640, sky130_fd_sc_hd__buf_4 580
sky130_fd_sc_hd__buf_4 660
==> power groups by stage <==
stage	clock [mW]	combinational, mW	sequential [mW]
5_1_grt	2.39	2.30	3.15
6_report	2.24	2.10	3.13
4_1_cts	2.29	2.17	3.14
==> Yosys cell counts (all sizes together) <==
library cell,n,area share [%]
a21o,1,0.019
a21oi,1,0.013
a22oi,128,2.5
and2,14,0.23
buf,55,0.80
clkbuf,33,0.32
dfrtp,12,0.77
edfxtp,1024,79
fa,1,0.051
ha,7,0.22
inv,5,0.048
mux2,3,0.087
mux2i,1,0.026
mux4,256,15
nand2,72,0.69
nand3,2,0.026
nand3b,1,0.019
nand4,2,0.032
nor2,6,0.058
nor2b,3,0.048
nor3,2,0.026
nor3b,1,0.019
nor4,2,0.032
o41ai,1,0.022
or2,1,0.016
xnor2,6,0.13
xor2,3,0.067
==> registers in the layout (all words and copies together) (netlist names) <==
name and cells:
U1.mem 1024, fifo_count 4, read_address 4, write_address 4
Power is estimated from default activity; no workload was simulated.
